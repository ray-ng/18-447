**flow/design.v**
```verilog
module regfile_3port ( 
   rs_data, rt_data,
   rs_num, rt_num, rd_num, rd_data, rd_we, clk, rst_b, halted
   );
	input        [4:0] rs_num, rt_num, rd_num; 
	input       [31:0] rd_data;
	input              rd_we, clk, rst_b, halted;
	output wire [31:0] rs_data, rt_data;
	reg         [31:0] mem[0:31];
	integer            i;
	always @(posedge clk or negedge rst_b) begin 
		if (!rst_b) begin
			for (i = 0; i < 32; i = i+1)
				mem[i] <= 32'b0;
		end else if (rd_we && (rd_num != 0)) begin 
			mem[rd_num] <= rd_data; 
		end 
	end 
	assign rs_data = (rs_num == 0) ? 32'h0 : mem[rs_num];
	assign rt_data = (rt_num == 0) ? 32'h0 : mem[rt_num];
	// synthesis translate_off
	integer fd;
	always @(halted) begin
		if (rst_b && halted) begin
			fd = $fopen("regdump.txt");
			$display("--- 18-447 Register file dump ---");
			$display("=== Simulation Cycle %d ===", $time);
			$fdisplay(fd, "--- 18-447 Register file dump ---");
			$fdisplay(fd, "=== Simulation Cycle %d ===", $time);
			for(i = 0; i < 32; i = i+1) begin
				$display("R%d\t= 0x%8x\t( %0d )", i, mem[i], mem[i]);
				$fdisplay(fd, "R%d\t= 0x%8h\t( %0d )", i, mem[i], mem[i]); 
			end
			$display("--- End register file dump ---");
			$fdisplay(fd, "--- End register file dump ---");
			$fclose(fd);
		end
	end
	// synthesis translate_on
endmodule
```
**flow/run.sh**
```bash
#!/bin/bash
# OpenROAD 26Q1-2900-gdf79404cd8, Yosys 0.63+post, stock flow scripts
make -C /OpenROAD-flow-scripts/flow DESIGN_CONFIG=/design/flow/config.mk WORK_HOME=/design/flow/orfs finish
```
**flow/config.mk**
```make
export PLATFORM = sky130hd
export DESIGN_NAME = regfile_3port
export DESIGN_NICKNAME = regfile_3port
export VERILOG_FILES = /design/flow/design.v
export SDC_FILE = /design/flow/constraint.sdc
export NUM_CORES = 4
export LEC_CHECK = 1
export CORE_UTILIZATION = 50
```
**flow/constraint.sdc**
```tcl
current_design regfile_3port

set clk_period 6.5
set clk_io_pct 0.2

create_clock -name clk0 -period $clk_period [get_ports {clk}]

set non_clock_inputs [all_inputs -no_clocks]
set_input_delay [expr $clk_period * $clk_io_pct] -clock clk0 $non_clock_inputs
set_output_delay [expr $clk_period * $clk_io_pct] -clock clk0 [all_outputs]
```
==> results.txt <==
Int Power -> 12.6 mW
Critical path type -> in2out
Postcts setup bufs -> 0
Max FO, Critical Path -> 20
Post-synth top cells -> nand3_1, mux2_2, dfrtp_1
Status -> finished, final reports clean
Post-synth regs -> 992
Clock latency (worst-skew pair) -> 720 ps
Die area -> 107000 um2
Cells along the critical path -> buf_2 > nor3b_4 > buf_4 > and2_1 > buf_4 > a221oi_1 > o2111a_1 > a21oi_1 > clkdlybuf4s50_1
Final Hold Fails -> 0
Comb power frac -> 0.156
Horiz. Die Dim -> 328 um
First-iteration detailed-routing DRC count -> 6185
Crit-path max cell delay -> 600 ps
Switch Pwr -> 5.11 mW
Total CTS buffers -> 110
Final setup fails -> 0
Largest net degree at the start of global routing -> 121
Top Family by Delay on Critical Path -> buffers and inverters
Slew HR -> 0.289
P&R area growth vs syn -> 13.8%
Avg Cell Area, Syn -> 10.6 um2
Largest registers -> mem: 992 flops
Worst path arrival time -> 4900 ps
Post-DR vias/cell -> 7.49
Fmax -> 161 MHz
Fin crit period -> 6200 ps
Switching part of the total -> 0.288
Commonest flop -> dfrtp_1
Post-synth top area cell -> dfrtp_1
GRT Total Usage -> 0.501
Largest register FFs -> 992
Post-Syn Area -> 53000 um2
Leak -> 25.9 nW
Critical Path Sink Type -> output port
Clk sink count -> 992
Clock Path Buffers -> 3
Final Non-Filler Cells -> 6433
WL final -> 256 mm
Period utilization -> 0.954
Ys Warns -> 3
CP bufs+invs -> 4
Async S/R FF share, synth -> 1.00
Slew @ Worst Pin -> 1060 ps
Final Max-Slew Violation Tally -> 0
Global placer's final weighted congestion -> 1.04
Part of the power in the clock network -> 0.371
I/O pin cnt -> 115
Most numerous cell in the Yosys netlist -> nand3_1
Global-route wire length before repair -> 359 mm
Post-route ant nets -> 0
Met1 Usage GRT -> 0.657
Worst vdd ir -> 0.259 mV
Skew final -> 0 ps
H-tree levels -> 3
Most used routing layer -> met1
Nature of the critical path startpoint -> input port
Post-CTS Resized -> 0
DP HPWL -> 153 mm
Fillcell total -> 8801
Post-DR wirelength/cell -> 39.8 um
Post-route setup TNS -> 0 ps
CP required -> 5200 ps
Cts-stage hold buffer count -> 0
DRC -> 0
Core Region -> 105000 um2
Yosys cell types -> 73
CTS tree -> yes
Tally of OpenROAD warnings -> 34
CP dominant cell by count -> buf_4
Fin util -> 0.573
FP Util -> 0.504
Die height -> 328 um
Synthesized instance count -> 4998
Initial DRT Pass Iterations -> 9
Layout cell share with drive strength beyond 1 -> 0.313
CTS root buf -> clkbuf_16
Register share after synthesis -> 0.468
Hold Crit Class -> reg2reg
Yosys Chip Area -> 53000 um2
CTS clk-pin slew, worst paths -> 60 ps
RSZ-0062 raised after global routing -> no
PortBufs -> 113
Total number of vias -> 48194
Grt met3 use -> 0.296
Most flop-heavy register -> mem
GR Layer Usage met2 -> 0.649
Slowest CP cell -> clkdlybuf4s50_1
Row count -> 119
Vias in the first global route -> 46875
PwrDens -> 294 nW/um2
Post-synth EDFFs -> 0
Reg power frac -> 0.473
Top area cell types -> dfrtp_1, mux2_2, nand3_1, nand4_1, a22oi_1
Global route total overflow -> 0
Top cell type's share of synthesized area -> 0.468
Ys cells -> 4998
Number of max-cap violations -> 0
Initial antenna violation count -> 20
Placed cells -> 6231
## cells in the final DEF, fill, tap and decap left out, types with 75 or more instances in the layout
| master | n |
|---|---|
| nand3_1 | 1132 |
| clkbuf_16 | 113 |
| dfrtp_1 | 992 |
| nand4_1 | 290 |
| and3_1 | 130 |
| buf_4 | 263 |
| mux2_2 | 998 |
| a21oi_1 | 107 |
| a22oi_1 | 156 |
| clkdlybuf4s50_1 | 105 |
| nor4_1 | 75 |
## final cells by class
class                           instances  area (um2)  area share
Antenna cell                            9        22.5    0.000373
Clock buffer                          161        3310      0.0548
Clock inverter                         32         439     0.00728
Inverter                                2        7.51    0.000124
Multi-Input combinational cell       3428       26000       0.432
Sequential cell                       992       24800       0.411
Tap cell                             1391        1740      0.0288
Timing Repair Buffer                  418        3950      0.0654
## kinds of logic after synthesis
group | share of synthesized area
AOI/OAI and AO/OA | 0.0713
buffers and inverters | 0.0476
DFF | 0.468
muxes | 0.215
and+or+nand+nor | 0.197
## through the flow
step | area (um2) | hold WS [ps] | power (mW) | setup slack, ps
global placement | 56600 | 504 | 11.1 | 440
floorplan | 53000 | 485 | 9.79 | 2500
global route | 60300 | 535 | 18.3 | 364
detailed placement | 56600 | 509 | 11.1 | 421
CTS | 60300 | 522 | 17.7 | 408
finish | 60300 | 520 | 17.8 | 301
## final timing paths
check | from | end | slack [ps] | cells past startpoint
worst max-delay path | rs_num[2] | rs_data[0] | 300 | 9
worst min-delay path | mem[18][17] | mem[18][17] | 520 | 1
worst max register to register | mem[22][16] | mem[22][16] | 5650 | 1
worst min register to register | mem[18][17] | mem[18][17] | 520 | 1
max in group asynchronous | rst_b | mem[18][4] | 4190 | 3
min in group asynchronous | rst_b | mem[24][28] | 580 | 1
## per-layer routing
| metal | share of wire | vias to the layer above |
|---|---|---|
| met4 | 0.079 | 35 |
| met2 | 0.40 | 3903 |
| met5 | 0.0019 | - |
| met3 | 0.17 | 1200 |
| met1 | 0.35 | 24133 |
| li1 | - | 18923 |
## power groups by stage
stage     registers [mW]  logic (mW)  clock network (mW)
4_1_cts             8.36        2.71                6.59
5_1_grt             8.55        2.91                6.82
6_report            8.40        2.77                6.58
Power figures rest on the tool's default switching activity, not on a simulated workload.
